File: flow/design.v
module full_adder(
    input a,
    input b,
    input cin,
    output sum,
    output carry
);
  assign sum = a ^ b ^ cin;
  assign carry = a & b | b & cin | cin & a;
endmodule
module Ripple_Adder(
 input wire [3:0] a,
 input wire [3:0] b,
 input wire cin,
 output cout,
 output [3:0] sum
);
wire w1, w2, w3;
full_adder f0(.a(a[0]), .b(b[0]), .cin(cin), .sum(sum[0]), .carry(w1));
full_adder f1(.a(a[1]), .b(b[1]), .cin(w1), .sum(sum[1]), .carry(w2));
full_adder f2(.a(a[2]), .b(b[2]), .cin(w2), .sum(sum[2]), .carry(w3));
full_adder f3(.a(a[3]), .b(b[3]), .cin(w3), .sum(sum[3]), .carry(cout));
endmodule
File: flow/run.sh
#!/bin/bash
# OpenROAD 26Q1-2900-gdf79404cd8, Yosys 0.63+post, stock flow scripts
make -C /OpenROAD-flow-scripts/flow DESIGN_CONFIG=/design/flow/config.mk WORK_HOME=/design/flow/orfs finish
File: flow/constraint.sdc
current_design Ripple_Adder

set clk_period 3.8
set clk_io_pct 0.2

create_clock -name clk0 -period $clk_period

set non_clock_inputs [all_inputs -no_clocks]
set_input_delay [expr $clk_period * $clk_io_pct] -clock clk0 $non_clock_inputs
set_output_delay [expr $clk_period * $clk_io_pct] -clock clk0 [all_outputs]
File: flow/config.mk
export PLATFORM = sky130hd
export DESIGN_NAME = Ripple_Adder
export DESIGN_NICKNAME = Ripple_Adder
export VERILOG_FILES = /design/flow/design.v
export SDC_FILE = /design/flow/constraint.sdc
export NUM_CORES = 4
export LEC_CHECK = 1
export CORE_AREA = 10 10 70 70
export DIE_AREA = 0 0 80 80
==> results.tsv <==
metric	value	unit
overflow	0	
ir_drop	0.02748	mV
vias	116	
grt_pass1_wl	600	um
drc	0	
crit_path_top_delay_cell	fa_1	
worstMarginPinSlew	0.09765	ns
dieArea	0.006400	sq mm
cp_cell_sequence	clkdlybuf4s50_1, inv_2, fa_2, inv_2, fa_2, fa_2, inv_2, fa_1, inv_1, dlygate4sd2_1	
rows	21	
routed_wl	393	um
outcome	finished, final reports clean	
post_cts_buffers	0	
hold_viol_final	0	
flop_area	0	sq um
rsz0062_at_grt	false	
ys_seq_frac	0	
p_int	0.02556	mW
openroad.warnings	32	
pwr-share-seq	0	
drt_iter0_drc	0	
yosysWarnings	0	
drt-pass1-iter-count	1	
grt_pass1_vias	137	
cellLeakagePower	0.1332	nW
coreArea	0.003416	sq mm
n_sequential_cell	0	
synth_cell_types	3	
slowest_delay	0.49	ns
synth.cell_area	147.6	sq um
total_power	0.03638	mW
die_h	80	um
cp_num_buf_inv	6	
postCtsHoldBufs	0	
min_period_over_period	0.9591	
start_kind	primary input	
swShare	0.2976	
clockPowerShare	0	
hold_class	in2out	
area_growth	116.9	%
track_usage	0.01183	
setup_viol	0	
synth.area.top_cells	fa_1 54%, inv_1 25%, buf_4 20%	
die_w	80	um
ys_cells	18	
p_switching	0.01083	mW
cp.required	3.04	ns
grt_max_degree	2	
io_buffers	14	
path_delay_family	adder cells	
ios	14	
arrival	2.88	ns
drv_cap	0	
fmax	274.4	MHz
antenna_found_initial	0	
relSlewSlack	0.9347	
netlist.area_leader.share	0.5424	
fp_util	0.04322	
yosysChipArea	147.6	sq um
synth_area_per_cell	8.202	sq um
p_comb_frac	1.000	
antenna_left	0	
critical_path_class	in2out	
hpwl	387	um
place_congestion	0.7463	
crit_path_end_kind	primary output	
nClkBuffers	0	
synthesis.instances	18	
whs	2.383	ns
antenna_cells	0	
viasPerCell	1.568	
wire_per_inst	5.311	um
slew_violations	0	
period_needed	3.644	ns
largest_area_cell	fa_1	
drive_above_1_share	0.2500	
path_max_fanout	1	
power.density	113.6	mW/mm^2
power by group through the flow:
stage,logic (mW),registers (mW),clock network [mW]
4_1_cts,0.0380,0,0
5_1_grt,0.0431,0,0
6_report,0.0364,0,0
final timing paths:
kind,start,to,slack [ns],cells after the start
setup / recovery,cin,sum[3],0.16,10
hold / removal,b[3],sum[3],2.38,5
logic make-up (layout without fill, tap and decap cells):
family,Yosys count,in the layout,share of synthesized area
adders and majority gates,4,4,0.5424
buffers and inverters,14,24,0.4577
area by class of cell:
type / instances / area (sq um)
Multi-Input combinational cell: 4 / 87.58
Fill cell: 407 / 3095
Tap cell: 46 / 57.56
Timing Repair Buffer: 14 / 137.6
Inverter: 10 / 37.54
stage by stage:
stage          cell area, sq um  setup WS (ns)  utilization  TNS, ns  std cells
2_1_floorplan             147.6         0.7032            -        0         18
3_3_place_gp              315.3        -0.1848      0.09231  -0.1848         74
3_5_place_dp              315.3        -0.1687      0.09231  -0.1687         74
4_1_cts                   320.3         0.1006      0.09377        0         74
5_1_grt                   320.3       0.007165      0.09377        0         74
6_report                  320.3         0.1556      0.09377        0         74
cells in the final DEF (no fill, tap or decap):
master,synthesis,routed
clkdlybuf4s50_1,0,12
inv_1,10,6
inv_2,0,4
fa_2,0,3
dlygate4sd2_1,0,2
fa_1,4,1
metal layers:
metal / vias to the layer above / global-route usage / part of all wire
met3: 0 / 0.009091 / 0.29
met1: 42 / 0.02003 / 0.55
met5: - / 0 / 0
li1: 60 / - / -
met4: 0 / 0 / 0
met2: 14 / 0.01043 / 0.16
synth_stat cells:
| master | count |
|---|---|
| buf_4 | 4 |
| fa_1 | 4 |
| inv_1 | 10 |
what timing repair did:
item / CTS / global route
pin swaps: 4 / 1
gates resized: 9 / 0
cloned: 0 / 0
endpoints found under the setup margin: 2 / 1
Power and IR drop assume default switching activity.
