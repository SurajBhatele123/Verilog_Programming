## flow/config.mk

```make
export PLATFORM = sky130hd
export DESIGN_NAME = seq_dect_1010
export DESIGN_NICKNAME = seq_dect_1010
export VERILOG_FILES = /design/flow/design.v
export SDC_FILE = /design/flow/constraint.sdc
export NUM_CORES = 4
export LEC_CHECK = 1
export CORE_AREA = 10 10 70 70
export DIE_AREA = 0 0 80 80
```

## flow/constraint.sdc

```tcl
current_design seq_dect_1010

set clk_period 1.1
set clk_io_pct 0.2

create_clock -name clk0 -period $clk_period [get_ports {clk}]

set non_clock_inputs [all_inputs -no_clocks]
set_input_delay [expr $clk_period * $clk_io_pct] -clock clk0 $non_clock_inputs
set_output_delay [expr $clk_period * $clk_io_pct] -clock clk0 [all_outputs]
```

## flow/design.v

```verilog
module seq_dect_1010 (input clk , input rst , input data_in, output reg out );
parameter S0 = 4'h1;
parameter S1 = 4'h2;
parameter S2 = 4'h3;
parameter S3 = 4'h4;
parameter S4 = 4'h5;
reg [3:0] state, next_state;
always @(posedge clk or negedge rst ) begin   
    if(!rst)
       state = S0;
    else
       state <= next_state;
end
always @(state or data_in) begin
    case(state)
    S0: begin if(data_in == 0 ) next_state = S0;
    else next_state = S1; end
    S1: begin if(data_in == 0) next_state = S2;
        else next_state = S1; end
    S2: begin if(data_in == 0) next_state = S0;
    else next_state = S3; end
    S3: begin if(data_in == 0 ) next_state = S4;
    else next_state = S1; end
    S4: begin if(data_in == 0 ) next_state = S0;
    else next_state = S1; end
    default : next_state = S0;
    endcase
end
always @(state) begin
    case(state)
    S0: out = 0;
    S1: out = 0;
    S2: out = 0;
    S3: out = 0;
    S4: out = 1;
    default : out = 0;
     endcase
end
endmodule
```

## flow/run.sh

```bash
#!/bin/bash
# OpenROAD 26Q1-2900-gdf79404cd8, Yosys 0.63+post, stock flow scripts
make -C /OpenROAD-flow-scripts/flow DESIGN_CONFIG=/design/flow/config.mk WORK_HOME=/design/flow/orfs finish
```

==> summary.txt <==
run metrics: CP Launch Type flop, sequence of cells on the critical path buf_4 > o41a_1, cell count after synthesis 11, CTS Hold Buffers Added 0, top flop regs state (5), YS warnings 1, Placer Congestion 0.655, Synth Register Bits 5, layout cell share with drive strength beyond 1 a little over a quarter, Final Max-Slew Violation Tally 0, FP Rows 21, routed vias/inst roughly 1.9, first-pass GRT wire length between 500 and 600 µm, yosys stat cell total 11, Log Warnings 25, final period utilization a little over nine tenths, initial antenna violation count 1, Bufs and invs on worst path 1, Crit-path slowest cell o41a_1, core area 3420 µm², DRC marker count from the first detailed-route iteration 0, RSZ-0062 raised after global routing false, Biggest register state, Max-Cap Viols 0, cts bufs inserted 3, syn_area_per_cell about 15 µm², Max Buffers Root-to-Sink 2, area delta synth->final 75.0%, WL final ~360 µm, Critical Path Max Stage Delay 0.41 ns, full die area 6400 µm², Initial Util under 10%, Max Freq about 0.95 GHz, Layout Utilization around 8.5%, Top Ports 4, largest net degree at the start of global routing 6, Storage cell area ~130 µm², Port-buffer cells 3, worst hold-check path type in -> async, distinct lib cells 7, Die H roughly 80 µm, final setup fails 0, Root Buffer clkbuf_4, area reported by Yosys stat ~170 µm², Pre-antenna DRT Iters 1, CTS Sinks 5, Placed Area around 250 µm², Post-Synthesis Cell Area ~170 µm², worst endpoint data arrival time between 1 and 1.5 ns, WS Path Type reg -> reg, global route total overflow 0, final hold violation count 0, drt drc 0, vias in the first global route 133, Lkg Pwr about 0.11 nW, CTS tree built, CP Max Fanout 2, Peak VDD IR around 0.26 mV, Slew @ Worst Pin around 0.22 ns, Final TNS setup 0 ns, final instance area around 290 µm², Gate Area 38.8 µm², power density cells ~1500 nW/µm², Reg2Reg Setup Slack roughly 0.050 ns, fillers between 400 and 500, ANT nets after route 0, total power 0.443 mW, GRT Resource Usage Total under 10%, Crit path max-delay family AND-OR/OR-AND gates, required time of the critical path ~1.2 ns, Die W about 80 µm, CTS clk-pin slew, worst paths 0.04 ns, Synth Seq Share roughly 77%, Latency at later pin around 0.24 ns, clock skew ~0.0045 ns, Final min period 1.05 ns, Crit. End Element flop, H-Tree Depth 1, Largest register FFs 5, outcome complete, no violations, Rel. slew slack a little under nine tenths, WL/cell approximately 5.5 µm, routed via count roughly 120
through the flow:
step                hold WS (ns)  cells  setup slack (ns)
floorplan                -0.0756     11             0.222
global placement           0.442     60            0.0619
detailed placement         0.453     60            0.0452
CTS                        0.191     65            0.0157
global route               0.206     66            0.0219
finish                     0.195     66            0.0501
metal layers:
layer  track usage, %  routed length, µm  vias to the layer above
met5                0                  0                        -
met2             1.36                123                        8
met4            0.352                  0                        0
met3             2.39                 85                        0
li1                 -                  -                       55
met1             1.07                151                       60
worst reg2reg max path: cells and delay by family (launching register included):
kind | cells | cell delay (ns)
buf+inv | 1 | 0.14
compound gates | 1 | 0.41
flops | 1 | 0.37
final cells by class:
| type | count | share of cell area [%] |
|---|---|---|
| Tap cell | 46 | 19.9 |
| Timing Repair Buffer | 4 | 13.0 |
| Antenna cell | 1 | 0.866 |
| Clock buffer | 4 | 9.09 |
| Multi-Input combinational cell | 6 | 13.4 |
| Sequential cell | 5 | 43.7 |
report_power, final:
| group | switching, mW | leakage, nW | internal (mW) |
|---|---|---|---|
| sequential | 0.00633 | 0.0657 | 0.199 |
| clock | 0.0735 | 0.0150 | 0.137 |
| combinational | 0.0111 | 0.0305 | 0.0165 |
| total | 0.0910 | 0.111 | 0.352 |
logic make-up (layout without fill, tap and decap cells):
logic type | after synthesis | count (layout) | share of synthesized area [%]
flip-flops | 5 | 5 | 76.5
AND/OR/NAND/NOR | 5 | 5 | 16.7
AND-OR/OR-AND | 1 | 1 | 6.82
other | 0 | 1 | 0
buffers and inverters | 0 | 8 | 0
final timing paths:
check	depth (start not counted)	start	end
min in group clk0	1	state[4]	state[1]
worst min-delay path	1	rst	state[3]
worst min register to register	1	state[4]	state[1]
worst max register to register	2	state[3]	state[2]
worst max-delay path	2	state[3]	state[2]
max in group asynchronous	1	rst	state[0]
timing repair:
action                     in CTS  in global routing
setup endpoints to repair       1                  1
gates resized                   1                  1
buffers inserted                1                  0
Yosys cell counts:
master   instances  area (µm²)
and2_1           1        6.26
dfrtp_1          4         100
dfstp_2          1        26.3
nor2_1           1        3.75
nor2b_1          2        12.5
nor3_1           1        5.00
o41a_1           1        11.3
cells in the final DEF (no fill, tap or decap):
cell,count
and2_1,1
buf_4,1
clkbuf_1,1
clkbuf_4,3
clkdlybuf4s15_1,1
clkdlybuf4s50_1,2
dfrtp_1,4
dfstp_2,1
diode_2,1
nor2_1,1
nor2b_1,2
nor3_1,1
o41a_1,1
Power is estimated from default activity; no workload was simulated.
